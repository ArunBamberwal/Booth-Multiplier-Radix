File: flow/design.v
module Booth_4DP (ldA,ldQ,ldM,sftA,sftQ,sftD,clrA,clrQ,clrM,clrff,addsub1,addsub2,decr,ldcnt,q0,q1,qm1,eqz,clk,data_in,OUT);
  input ldA,ldQ,ldM,sftA,sftQ,sftD,clrA,clrQ,clrM,clrff,clk,decr,ldcnt;
  input addsub1,addsub2;
  input [15:0] data_in;
  output [31:0] OUT;
  output qm1,eqz,q0,q1;
  wire [15:0] A,Q,M,Z;
  wire [3:0] count;
  assign OUT = {A,Q};
  assign eqz = ~|count;
  assign q0 = Q[0];
  assign q1 = Q[1];
  shiftreg SA (A,Z,{2{A[15]}},ldA,clrA,sftA,clk);
  shiftreg SQ (Q,data_in,{A[1],A[0]},ldQ,clrQ,sftQ,clk);
  dff QM (qm1,Q[1],clrff,sftD,clk);
  pipo MP (M,data_in,ldM,clrM,clk);
  ALU AS (Z,A,M,addsub1,addsub2);
  CNTR CN (count,decr,ldcnt,clk);
endmodule
module shiftreg  (out,in,s_in,ld,clr,sft,clk);
  input ld,clr,sft,clk;
  input [1:0] s_in;
  input [15:0] in;
  output reg [15:0] out;
  always @ (posedge clk)
    begin
      if (clr)
        out <= 16'b0000_0000_0000_0000;
      else if (ld)
        out <= in;
      else if (sft)
        out <= {s_in,out[15:2]};
      else 
        out <= out;
    end
endmodule
module dff (out,in,clr,sft,clk);
  input in,clr,sft,clk;
  output reg out;
  always @(posedge clk)
    begin
      if (clr)
        out <= 1'b0;
      else if (sft)
        out <= in;
      else
        out <= out;
   end
endmodule
module pipo (out,in,ld,clr,clk); 
  input ld,clr,clk;
  input [15:0] in;
  output reg [15:0] out;
  always @(posedge clk)
    begin
      if (clr)
        out <= 16'b0;
      else if (ld)
        out <= in;
      else
        out <= out; 
    end
endmodule
module ALU (out,in1,in2,addsub1,addsub2);
  input  addsub1,addsub2;
  input [15:0] in1,in2;
  output reg [15:0] out;
  always @(*)
    begin
      if (addsub1==1'b0) begin out = in1 + in2; end
      else  if (addsub1==1'b1) begin out = in1 - in2; end
      else  if (addsub2==1'b0) begin out = in1 + (2*in2); end
      else  if (addsub2==1'b1) begin out = in1 - (2*in2); end
      else out = out;
    end
endmodule
module CNTR (out,decr,ld,clk);
  input ld,decr,clk;
  output reg [3:0] out;
  always @(posedge clk)
    begin
      if (ld) out <= 4'b1000;
      else if (decr) out <= out - 1;
      else out <= out;
    end
endmodule
module Booth4_CP (ldA,ldQ,ldM,sftA,sftQ,sftD,clrA,clrQ,clrM,clrff,clk,decr,ldcnt,addsub1,addsub2,eqz,qm1,q0,q1,done,start);
  input qm1,eqz,clk,start,q0,q1;
  output ldA,ldQ,ldM,sftA,sftQ,sftD,clrA,clrQ,clrM,clrff,decr,ldcnt,done;
  output addsub1, addsub2;
  reg [3:0] state,next_state;
  parameter S0=4'd0,
            S1=4'd1,
            S2=4'd2,
            S3=4'd3,
            S4=4'd4,
            S5=4'd5,
            S6=4'd6,
            S7=4'd7,
            S8=4'd8;
  always @(posedge clk)
    begin
      state <= next_state;
    end
  always @(state or q0 or qm1 or eqz or start)
    begin
      next_state = S0;
      case (state)
        S0 : next_state = start ? S1:S0;
        S1 : next_state = S2;
        S2 : begin
          if (({q1,q0,qm1}==3'd1)||({q1,q0,qm1}==3'd2)) next_state = S3;
          else if (({q1,q0,qm1}==3'd5)||({q1,q0,qm1}==3'd6)) next_state = S4;
          else if ({q1,q0,qm1}==3'd4) next_state = S5;
          else if ({q1,q0,qm1}==3'd3) next_state = S6;
          else if (({q1,q0,qm1}==3'd0)||({q1,q0,qm1}==3'd7)) next_state = S7;
          else next_state = S2;
        end
        S3 : next_state = S7;
        S4 : next_state = S7;
        S5 : next_state = S7;
        S6 : next_state = S7;
        S7 : begin
          if ((({q1,q0,qm1}==3'd1)||({q1,q0,qm1}==3'd2)) && !eqz) next_state = S3;
          else if ((({q1,q0,qm1}==3'd5)||({q1,q0,qm1}==3'd6)) && !eqz) next_state = S4;
          else if (({q1,q0,qm1}==3'd4) && !eqz) next_state = S5;
          else if (({q1,q0,qm1}==3'd3) && !eqz) next_state = S6;
          else if(eqz) next_state = S8;
          else next_state = S7;
        end
        S8 :   next_state = S8;
      endcase
    end
  assign clrA =  (state==S1) ? 1:0;
  assign clrM =  (state==S0) ? 1:0;
  assign clrff =  (state==S0) ? 1:0;
  assign clrQ =  (state==S0) ? 1:0;
  assign ldA =  ((state==S3) || (state==S4) ||(state==S5) || (state==S6)) ? 1:0;
  assign ldQ =  (state==S2) ? 1:0;
  assign ldM =  (state==S1) ? 1:0;
  assign sftA =  (state==S7) ? 1:0;
  assign sftQ =  (state==S7) ? 1:0;
  assign sftD =  (state==S7) ? 1:0;
  assign decr =  (state==S7) ? 1:0;
  assign ldcnt =  (state==S1) ? 1:0;
  assign done =  (state==S8) ? 1:0;
  assign addsub1 =  ~(state==S3);
  assign addsub1 =  (state==S4);
  assign addsub2=  ~(state==S5);
  assign addsub2=  (state==S6);
endmodule
File: flow/run.sh
#!/bin/bash
# OpenROAD 26Q1-2900-gdf79404cd8, Yosys 0.63+post, stock flow scripts
make -C /OpenROAD-flow-scripts/flow DESIGN_CONFIG=/design/flow/config.mk WORK_HOME=/design/flow/orfs finish
File: flow/config.mk
export PLATFORM = sky130hd
export DESIGN_NAME = Booth_4DP
export DESIGN_NICKNAME = Booth_4DP
export VERILOG_FILES = /design/flow/design.v
export SDC_FILE = /design/flow/constraint.sdc
export NUM_CORES = 4
export LEC_CHECK = 1
export CORE_UTILIZATION = 40
File: flow/constraint.sdc
current_design Booth_4DP

set clk_period 11.0
set clk_io_pct 0.2

create_clock -name clk0 -period $clk_period [get_ports {clk}]

set non_clock_inputs [all_inputs -no_clocks]
set_input_delay [expr $clk_period * $clk_io_pct] -clock clk0 $non_clock_inputs
set_output_delay [expr $clk_period * $clk_io_pct] -clock clk0 [all_outputs]
==> reports/metrics.csv <==
stage,metric,value,unit
clock_tree,Setup Buffers After CTS,0,
clock_tree,H-tree levels,2,
critical_path,Critical Path AT,5.49,ns
synth,synthesized area per cell,8.57,um2
synth,"Seq/Total Area, Yosys",33.7,%
sta,Setup Skew,0.00524,ns
layout,Comb area,0.00198,mm2
routing,wire length on met2,2900,um
floorplan,site row count,32,
synth,ys async rst share,0,%
sta,Least-Margin Pin Slew,0.631,ns
routing,Top Layer Used,met4,
routing,Vias,2666,
critical_path,Setup crit end kind,flip-flop,
global_route,vias in the first global route,2485,
synth,ys cells,368,
power,Max VDD drop,0.0629,mV
placement,Port Buffers,65,
layout,most instantiated logic cell after routing,nor2_1,
sta,Slew Limit Fails,0,
run,count of tool warnings,26,
sta,RSZ-0062 raised after global routing,no,
run,number of max-cap violations,0,
power,pwr dens,153,mW/mm2
clock_tree,post_cts resized,0,
synth,post-synthesis instance total,368,
placement,Post-DP HPWL,5170,um
floorplan,Core Region,0.00769,mm2
layout,Top cells excl fill/tap,"nor2_1 (79), clkdlybuf4s50_1 (65), dfxtp_1 (53)",
layout,fillers,729,
clock_tree,CTS tree,built,
synth,Netlist Area Pre-Place,0.00315,mm2
synth,count of library flops with an enable pin,0,
routing,Avg WL per Cell,13.2,um
clock_tree,Clock transition at path regs,0.11,ns
routing,M1 WL,3680,um
floorplan,Die H,90.8,um
floorplan,DIE AREA,0.00824,mm2
routing,Vias per Instance,5.05,
critical_path,crit path kind,in -> reg,
placement,Setup WS pre-CTS,5.42,ns
sta,final worst slack,5.73,ns
routing,routed wl met3,308,um
clock_tree,TritonCTS Sinks,53,
layout,layout cells sized above 1,3.99,%
power,LEAKAGE,1.65,nW
routing,Starting DRT DRC Count,72,
routing,first-pass detailed-route iteration total,4,
global_route,gr usage total,18.2,%
synth,dominant register cell,dfxtp_1,
synth,Post-synth regs,53,
layout,Flop area,0.00106,mm2
global_route,largest net degree at the start of global routing,33,
clock_tree,hold_buf cts,0,
routing,routed wire length,6960,um
sta,shortest period the worst path allows,5.27,ns
global_route,Congestion Overflow GR,0,
floorplan,Core Util at FP,41.0,%
critical_path,"critical path fanouts, max",15,
synth,yosys stat area,0.00315,mm2
sta,endpoints failing setup,0,
sta,Relative slew margins,57.8,%
sta,Max Clk Rate,0.190,GHz
clock_tree,CTS max path bufs,2,
layout,Layout area overhead,26.9,%
sta,final hold vios,0,
routing,antenna cells,0,
run_status,status,"finished, final reports clean",
critical_path,CP Data Required Time,11.21,ns
synth,YS warnings,5,
clock_tree,Clock Tree Root,clkbuf_8,
floorplan,DIE WIDTH,90.8,um
sta,"Period Utilization, post-route",47.9,%
clock_tree,CTS Buf Count,5,
global_route,initial antenna violation count,0,
clock_tree,worst-skew pair later-pin latency,0.31,ns
global_route,first-pass GRT wire length,12000,um
critical_path,startpoint class of the critical path,input port,
synth,count of different cell masters after synthesis,43,
placement,Final Wtd Congestion,0.804,
routing,Final ANT Viol Nets,0,
sta,setup TNS,0,ns
worst_hold_path,Hold Path Class,reg -> reg,
routing,Remaining DRCs,0,
floorplan,IO Count,67,
[power breakdown]
group | switching [mW] | leakage (nW) | internal, mW | total, mW
combinational | 0.106 | 1.16 | 0.129 | 0.235
clock | 0.0725 | 0.0591 | 0.0696 | 0.142
sequential | 0.0232 | 0.438 | 0.212 | 0.236
total | 0.202 | 1.65 | 0.411 | 0.613
[worst paths after layout]
check | startpoint | endpoint | slack [ns] | cells after the start
setup / recovery | addsub1 | SA.out[15] | 5.73 | 11
setup reg to reg | MP.out[7] | SA.out[15] | 7.46 | 12
hold / removal | QM.out | QM.out | 0.51 | 2
hold reg to reg | QM.out | QM.out | 0.51 | 2
[cells in the mapped netlist (2+ instances only)]
| master | instances | share of area, % |
|---|---|---|
| a221oi_1 | 2 | 0.56 |
| a211oi_1 | 22 | 5.2 |
| nor2_1 | 79 | 9.4 |
| a21o_1 | 7 | 1.7 |
| buf_1 | 4 | 0.48 |
| o21a_1 | 3 | 0.71 |
| mux2i_1 | 39 | 12 |
| inv_1 | 8 | 0.95 |
| or4_1 | 2 | 0.48 |
| xnor2_1 | 22 | 6.1 |
| nand2b_1 | 5 | 0.99 |
| nor3b_1 | 2 | 0.48 |
| a21oi_1 | 32 | 5.1 |
| clkbuf_1 | 14 | 1.7 |
| dfxtp_1 | 53 | 34 |
| ha_1 | 17 | 6.7 |
| a31oi_1 | 2 | 0.40 |
| xor2_1 | 8 | 2.2 |
| o211ai_1 | 2 | 0.48 |
| nand2_1 | 5 | 0.60 |
| nor2b_1 | 10 | 2.0 |
| o21ai_0 | 4 | 0.63 |
| nor3_1 | 5 | 0.79 |
| buf_4 | 2 | 0.48 |
[per-layer routing]
metal	vias to the layer above	global-route usage [%]
li1	1407	-
met1	1202	28.7
met2	52	27.7
met3	5	3.00
met4	0	1.72
met5	-	0
[flip-flops by register name (all words and copies together) (netlist names)]
name / flops
SQ.out: 16
SA.out: 16
CN.out: 4
MP.out: 16
QM.out: 1
[logic make-up (layout without fill, tap and decap cells)]
kind of cell	count (synthesis)	after routing	share of synthesized area [%]
flip-flops	53	53	33.7
buffers and inverters	28	86	3.57
adder cells (fa/ha/maj)	18	18	7.38
XOR/XNOR	30	30	8.33
AND-OR/OR-AND	83	83	17.4
AND/OR/NAND/NOR	116	116	16.9
multiplexers	40	40	12.7
[metrics by stage]
stage | instances | instance area [um2] | power (mW) | hold slack, ns | util, %
global route | 528 | 4000 | 0.659 | 0.556 | 52.1
detailed placement | 520 | 3890 | 0.475 | 0.486 | 50.6
global placement | 520 | 3890 | 0.474 | 0.479 | 50.6
floorplan | 368 | 3150 | 0.400 | 0.437 | -
finish | 528 | 4000 | 0.613 | 0.508 | 52.1
CTS | 528 | 4000 | 0.619 | 0.515 | 52.1
[layout make-up]
class / count / area share (%)
Multi-Input combinational cell: 287 / 49.5
Sequential cell: 53 / 26.5
Timing Repair Buffer: 70 / 17.2
Tap cell: 102 / 3.19
Clock buffer: 5 / 1.72
Clock inverter: 3 / 1.19
Inverter: 8 / 0.750
[worst max-delay path, cell delays in order]
cell and delay, ns:
clkdlybuf4s50_1 0.80, nor2_1 0.12, xnor2_1 0.15, ha_1 0.33
o211ai_1 0.18, a21oi_1 0.09, o31a_1 0.34, a221o_1 0.40
a31oi_1 0.22, mux2i_1 0.30, mux2_1 0.34
Power is estimated from default activity; no workload was simulated.
